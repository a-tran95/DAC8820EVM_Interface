$ cat /design/flow/constraint.sdc
current_design hexcontrol

set clk_period 1.0
set clk_io_pct 0.2

create_clock -name clk0 -period $clk_period

set non_clock_inputs [all_inputs -no_clocks]
set_input_delay [expr $clk_period * $clk_io_pct] -clock clk0 $non_clock_inputs
set_output_delay [expr $clk_period * $clk_io_pct] -clock clk0 [all_outputs]
$ cat /design/flow/run.sh
#!/bin/bash
# OpenROAD 26Q1-2900-gdf79404cd8, Yosys 0.63+post, stock flow scripts
make -C /OpenROAD-flow-scripts/flow DESIGN_CONFIG=/design/flow/config.mk WORK_HOME=/design/flow/orfs finish
$ cat /design/flow/config.mk
export PLATFORM = sky130hd
export DESIGN_NAME = hexcontrol
export DESIGN_NICKNAME = hexcontrol
export VERILOG_FILES = /design/flow/design.v
export SDC_FILE = /design/flow/constraint.sdc
export NUM_CORES = 4
export LEC_CHECK = 1
export CORE_AREA = 10 10 70 70
export DIE_AREA = 0 0 80 80
$ cat /design/flow/design.v
module hexcontrol(HEX7,HEX6,HEX5,HEX4,HEX3,HEX2,HEX1,HEX0,fmode,mmode);
	input [2:0] fmode;
	input [1:0] mmode;
	output reg[6:0] HEX7,HEX6,HEX5,HEX4,HEX3,HEX2,HEX1,HEX0;
	initial begin
		HEX7 = 7'b1111111;
		HEX6 = 7'b1111111;
		HEX5 = 7'b0000110;
		HEX4 = 7'b1111111;
		HEX3 = 7'b0001100;
		HEX2 = 7'b0111111;
		HEX1 = 7'b1111111;
		HEX0 = 7'b1111111;
	end
	always @ (fmode) begin
		casex(fmode)
			3'b000:	begin
						HEX6 = 7'b1111001; 
						HEX4 = 7'b0110000;	 
						end
			3'b001:	begin
						HEX6 = 7'b0010010; 
						HEX4 = 7'b0110000;	 
						end
			3'b010:	begin
						HEX6 = 7'b1111001; 
						HEX4 = 7'b0011001;	 
						end
			3'b011: 	begin
						HEX6 = 7'b0010010;
						HEX4 = 7'b0011001;	 
						end
			3'b100:	begin
						HEX6 = 7'b1111001;
						HEX4 = 7'b0010010; 	 
						end
			3'b101:	begin
						HEX6 = 7'b0010010;	
						HEX4 = 7'b0010010;    
						end
			3'b110:	begin
						HEX6 = 7'b1111001;	
						HEX4 = 7'b0000010; 	 
						end
			3'b111: 	begin
						HEX6 = 7'b0100100;	
						HEX4 = 7'b0000010;	 
						end
			default: begin
						HEX6 = 7'bxxxxxxx;
						HEX4 = 7'bxxxxxxx;
						end
		endcase
	end
	always @ (mmode) begin
		casex(mmode)
			2'b00:	begin
						HEX1 = 7'b0011001;
						HEX0 = 7'b1111111;	 
						end
			2'b01:	begin
						HEX1 = 7'b0000000;
						HEX0 = 7'b1111111;	 
						end
			2'b10:	begin
						HEX1 = 7'b1111001;
						HEX0 = 7'b0000010;	 
						end
			2'b11:	begin
						HEX1 = 7'b0110000;
						HEX0 = 7'b0100100;	 
						end
		endcase
	end
endmodule
==> impl_metrics.csv <==
group,metric,value,unit
status,status,"finished, final reports clean",
critical_path,timing.critical_path.to_type,"primary output",
pwr,switching_share_of_power,0.323,
placement,detailedPlace.worstSlack,-0.659,ns
route,wl_per_cell,9.25,um
synth,muxShareOfSynthArea,0,
synth,synth.yosys.num_cells,58,
pwr,power_density,247,nW/um^2
synth,synth-warning-count,1,
global_routing,grt_pass1_vias,314,
critical_path,crit_fanout,8,
synth,postSynthSeqShare,0,
pwr,seqPwrFrac,0,
synth,xor_xnor_fraction_of_synth_area,0,
route,via_count,296,
route,antenna_left,0,
synth,synthCells,58,
sta,final.hold.worst_slack,0.634,ns
critical_path,critical_path.max_stage_delay,0.47,ns
global_routing,gr-usage-all-layers,0.0272,
final_layout,layout.filler_cells,395,
synth,mappedNetlistArea,395,um^2
pwr,net_switching_power,0.0467,mW
route,drt-total-wl,1140,um
placement,port_buffers,29,
pwr,power.static_leakage,0.335,nW
synth,top_logic_kind,"buffers and inverters",
synth,ys_chip_area,395,um^2
floorplan,core_region_area,3420,um^2
route,drt-initial-drc-count,1,
pwr,comb_power_share,1.000,
final_layout,regArea,0,um^2
critical_path,crit_type,"primary input to primary output",
sta,finalCriticalPeriod,0.962,ns
synth,ys_top_cells_by_area,"buf_4, nand2b_1, nor2b_1, inv_1, a21bo_2",
min_path,hold_class,"primary input to primary output",
sta,fin_ws,0.0382,ns
final_layout,mostFrequentLayoutCells,"conb_1, dlygate4sd2_1, buf_6",
final_layout,n_clock_buffer,0,
floorplan,core_util_floorplan,0.116,
route,vias_per_cell,2.41,
final_layout,final-comb-area,215,um^2
pwr,totalPowerFinal,0.144,mW
floorplan,num_rows,21,
placement,total_placed_cells_including_tap_cells,121,
synth,yosys.cell_types.count,12,
route,detailed_route_drc_error_count,0,
route,insertedDiodeCount,0,
sta,timing_max_transition_violations_final,0,
global_routing,gr-total-overflow,0,
final_layout,most_frequent_logic_cell_in_the_layout,"conb_1",
flow_run,tool_warnings,32,
sta,rsz0062_at_grt,"false",
sta,setup-tns-final,0,ns
global_routing,grt_pass1_wl,1500,um
synth,synth_top_area_share,0.778,
placement,gp_congestion,0.717,
flow_run,maxCapViolations,0,
synth,yosys.area.top_type,"buf_4",
final_layout,layout_overhead_on_the_synthesized_area,47.8,%
synth,yosys.area_share.aoi,0.0443,
critical_path,critical_path.cell_chain,"buf_8, clkdlybuf4s50_1",
global_routing,maximum_number_of_pins_on_one_net_before_global_route_repair,9,
final_layout,final_cells,123,
floorplan,die_w,80,um
sta,finalSetupViolations,0,
synth,mapped_avg_cell_area,6.82,um^2
pwr,p_int,0.0977,mW
critical_path,crit_buf_inv,2,
critical_path,worstSetupStartpointType,"primary input",
synth,synth-simple-area-share,0.120,
final_layout,fraction_of_final_layout_cells_with_drive_strength_greater_than_1,0.195,
global_routing,antenna_found_initial,0,
floorplan,die_height,80,um
floorplan,design.portCount,61,
final_layout,sequential_cell_total,0,
placement,hpwl,1030,um
pwr,power.ir.vdd_worst,0.0423,mV
floorplan,dieArea,6400,um^2
sta,max_clock_freq,1040,MHz
critical_path,crit_family,"buffers and inverters",
critical_path,cpMaxStageDelayCell,"clkdlybuf4s50_1",
route,first_pass_iters,2,
sta,final_hold_viol_count,0,
sta,post-route-period-util,0.962,
pwr,power.share.clock,0,
synth,adder_share,0,
critical_path,cp_data_required_time,0.80,ns
critical_path,critical_path_arrival,0.76,ns
==> power by group through the flow <==
stage	Combinational, mW	Sequential, mW	Clock, mW
finish	0.144	0	0
CTS	0.152	0	0
global route	0.165	0	0
==> timing repair <==
action                                  4_1_cts  5_1_grt
hold buffers                                  0        0
endpoints found under the setup margin       24        1
setup buffers                                 2        0
resized                                      64        1
==> area by class of cell <==
class	instances	share of cell area
multi-input cells	43	0.368
well taps	46	0.0985
repair buffers	31	0.505
inverters	3	0.0278
==> through the flow <==
| stage | instance area [um^2] | utilization |
|---|---|---|
| global placement | 544 | 0.159 |
| global route | 584 | 0.171 |
| floorplan | 508 | - |
| finish | 584 | 0.171 |
| CTS | 582 | 0.170 |
| detailed placement | 544 | 0.159 |
==> synthesized netlist by cell type <==
library cell and instances:
nand2b_1 2, nor2b_1 2, nand2_1 2, buf_4 41
nand3_1 1, a21boi_0 1, and3_1 1, a21bo_2 1
conb_1 2, inv_1 3, nor2_1 1, clkbuf_1 1
==> cell families (layout without fill, tap and decap cells) <==
group,after synthesis,in the layout
buf+inv,45,34
simple gates,9,9
other cells,2,32
compound gates,2,2
==> worst paths after layout <==
path      from       to  slack [ns]  cells after the start
max   fmode[2]  HEX4[1]        0.04                      2
min   mmode[1]  HEX0[6]        0.63                      3
==> metal layers <==
metal	GRT usage	wire, um	share of wire
met1	0.0316	445	0.39
met2	0.0482	556	0.49
met3	0.0114	136	0.12
met4	0	0	0
met5	0	0	0
Power is estimated from default activity; no workload was simulated.
