==> /design/flow/design.v <==
module clkdiv2(clkin,countin,dout,cout);
	input clkin;
	input [27:0] countin;
	output reg dout,cout;
	reg [27:0] counter1,counter2;
	initial begin
		counter1 = 0;
		counter2 = 25'd25000000;
	end
	always @ (posedge clkin) begin
		if (counter1 == 0) begin			 
			counter1 <= 28'd4;				 
			cout<= cout + 1'b1;				 
		end										 
		else
			counter1 <= counter1 - 1;	
		if (counter2 == 0) begin			 
			counter2 <= countin;				 
			dout<= dout + 1'b1;					
		end
		else
			counter2 <= counter2 - 1;	
	end
endmodule
==> /design/flow/run.sh <==
#!/bin/bash
# OpenROAD 26Q1-2900-gdf79404cd8, Yosys 0.63+post, stock flow scripts
make -C /OpenROAD-flow-scripts/flow DESIGN_CONFIG=/design/flow/config.mk WORK_HOME=/design/flow/orfs finish
==> /design/flow/config.mk <==
export PLATFORM = sky130hd
export DESIGN_NAME = clkdiv2
export DESIGN_NICKNAME = clkdiv2
export VERILOG_FILES = /design/flow/design.v
export SDC_FILE = /design/flow/constraint.sdc
export NUM_CORES = 4
export LEC_CHECK = 1
export CORE_UTILIZATION = 40
==> /design/flow/constraint.sdc <==
current_design clkdiv2

set clk_period 9.5
set clk_io_pct 0.2

create_clock -name clk0 -period $clk_period [get_ports {clkin}]

set non_clock_inputs [all_inputs -no_clocks]
set_input_delay [expr $clk_period * $clk_io_pct] -clock clk0 $non_clock_inputs
set_output_delay [expr $clk_period * $clk_io_pct] -clock clk0 [all_outputs]
==> results_dict.tcl <==
# place-and-route summary
set metrics [dict create \
    status "finished with violations" \
    violations "DRC" \
    common_cells "nor2_1 (76), dfxtp_1 (56), xnor2_1 (22)" \
    fp-utilization_pct 41.8 \
    relSlewSlack_pct 53.4 \
    io_buffers 30 \
    cap_violations 0 \
    skew_ps 4.29 \
    root_buffer "clkbuf_8" \
    yosysTopAreaCellShare_pct 41.8 \
    synth_flops 58 \
    grt_setup_unrepaired "false" \
    clk_latency_ps 320 \
    clock_power_share_pct 33.0 \
    drt-initial-drc-count 120 \
    htreeDepth 3 \
    post_cts_resized 0 \
    fin_crit_sh_pct 31.9 \
    avgSynthCellArea_sq_um 8.52 \
    ios 31 \
    ys_area_sq_mm 0.00269 \
    max_freq_ghz 0.330 \
    p_seq_share_pct 54.1 \
    max_stage_delay_ps 470 \
    crit_family "buffers and inverters" \
    via_count 2124 \
    fin_tns_setup_ps 0 \
    setup_viol 0 \
    cellLeakagePower_nw 1.17 \
    ys_seq_share_pct 44.0 \
    required_ps 7600 \
    core_area_sq_mm 0.00642 \
    dp_hpwl_mm 3.31 \
    antenna_found_initial 0 \
    critPathSlowestCell "clkdlybuf4s50_1" \
    place.gp.congestion 0.796 \
    crit_arrival_ps 1130 \
    powerDensity_mw_per_mm2 175 \
    chipArea_sq_mm 0.00704 \
    edf_count 2 \
    dpl_cell_area_sq_mm 0.00306 \
    syn_area_sq_mm 0.00269 \
    numClockSinks 58 \
    cts_buffers 9 \
    warnings 26 \
    grt_pass1_wl_mm 8.52 \
    grt_pass1_vias 1967 \
    topCellsByArea "dfxtp_1 (42%), nor2_1 (11%), xnor2_1 (7.2%)" \
    synth_cell_types 40 \
    insertedDiodeCount 0 \
    routed_wl_mm 4.74 \
    cts_setup_buffers 0 \
    p_switching_mw 0.144 \
    most_common_cell "nor2_1" \
    ff_type "dfxtp_1" \
    final_area_sq_mm 0.00322 \
    grt_max_degree 35 \
    grt.total_usage_pct 14.7 \
    hold_violations 0 \
    swShare_pct 25.6 \
    row_count 29 \
    worst_setup_path_start_kind "register" \
    path_cells "clkdlybuf4s50_1" \
    cp-end-kind "primary output" \
    ir_worst_vdd_uv 109 \
    hold_buffers 0 \
    firstDrtPassIters 45 \
    slew_violations 0 \
    die_h_microns 83.9 \
    worst-path-max-fanout 2 \
    clockBufferDepth 2 \
    overflow 0 \
    wire_per_inst_microns 11.0 \
    nFillCells 606 \
    drive_gt1_share_pct 6.52 \
    ys_warn_count 1 \
    fin_ws_ps 6470 \
    comb_power_share_pct 12.9 \
    criticalPathCategory "reg2out" \
    place_ws_ps 6570 \
    worst_slew_pin_slew_ps 693 \
    routed_via_density 4.94 \
    ys_cells 315 \
    synth_async_sr_flop_share_pct 0 \
    cts_tree "yes" \
    die_x_microns 83.9 \
    hold_class "reg2reg" \
    cp_num_buf_inv 1 \
    drc 2 \
    top_area_cell "dfxtp_1" \
    clk_pin_slew_worst_paths_ps 60 \
    synthCells 315 \
    p_int_mw 0.419 \
    period_minus_slack_ps 3030 \
    antenna_left 0 \
    area_delta_synth_final_pct 19.9 \
]
final cells by class:
type	count	area, sq um	share of cell area (%)
inverters	11	41.3	1.28
multi-input cells	236	1420	44.1
clock buffers	15	156	4.86
well taps	77	96.3	2.99
flip-flops and latches	58	1180	36.7
repair buffers	33	323	10.0
cells by family (layout without fill, tap and decap cells):
logic type                 Yosys count  count (layout)  share of synthesized area (%)
and+or+nand+nor                    163             163                           31.1
DFF                                 58              58                           44.0
xor gates and xnor gates            40              40                           13.0
AOI/OAI and AO/OA                   27              27                           6.10
buffers and inverters               21              59                           3.12
adders and majority gates            3               3                           1.40
muxes                                3               3                           1.21
state kept, by name, indices dropped and copies added (netlist names):
name      cells
cout          1
counter2     28
counter1     28
dout          1
power by group through the flow:
stage     Clock [mW]  Combinational, mW  Sequential, mW
6_report       0.185             0.0725           0.304
5_1_grt        0.207             0.0813           0.309
4_1_cts        0.193             0.0732           0.305
metal layers:
layer	share of wire (%)	vias up	track usage [%]
li1	-	1156	-
met1	53	938	22.4
met3	3.0	5	2.81
met5	0	-	0
met4	1.0	0	2.66
met2	43	25	22.7
path summary, 6_finish.rpt:
path,startpoint,to,slack [ps],depth (start not counted)
hold reg to reg,counter1[0],counter1[0],450,1
setup / recovery,dout,dout,6470,1
hold / removal,counter1[0],counter1[0],450,1
setup reg to reg,counter1[11],counter1[11],6920,6
cells in the final DEF, fill, tap and decap left out, drive strengths merged, types with 2 or more instances in the layout:
cell type / n
clkdlybuf4s50: 30
xor2: 18
or4: 8
o31ai: 4
nor2: 76
o21a: 2
edfxtp: 2
nand3: 13
nand2: 15
a21oi: 14
o21ai: 2
dfxtp: 56
or3: 4
nand2b: 3
nand4: 3
buf: 3
xnor2: 22
nor4: 18
and4b: 2
nor3: 14
clkbuf: 15
mux2: 2
ha: 3
inv: 11
nand3b: 3
per-stage QoR:
stage	power, mW	util, %	std cells	hold WS [ps]
final	0.562	50.1	430	451
after global routing	0.597	50.1	430	478
after CTS	0.571	50.1	430	458
after detailed placement	0.382	47.7	415	439
after global placement	0.380	47.7	415	435
after floorplan	0.356	-	315	420
Power and IR drop assume default switching activity.
