$ cat /design/flow/design.v
module freqselect(sel,mode,count);
	input sel;
	output reg [2:0] mode;
	wire[27:0] count_wire;
	output [27:0] count;
	initial begin
		mode = 3'd0;							 
	end	
	always @ (negedge sel) begin
		mode = mode + 1'd1;					 
	end
	mode2count m2c(.mode(mode[2:0]),.count(count_wire[27:0]));
	assign count = count_wire;
endmodule
module mode2count(mode,count);
	input [2:0] mode;
	output reg[27:0] count;
	always @ (mode) begin
		casex(mode)
			3'b000:	count = 28'd25000;	 
			3'b001:	count = 28'd5000;		 
			3'b010:	count = 28'd2500;		 
			3'b011: 	count = 28'd500;		 
			3'b100:	count = 28'd250;		 
			3'b101:	count = 28'd50;		 
			3'b110:	count = 28'd25;		 
			3'b111: 	count = 28'd12;		 
			default: count = 28'd25000;
		endcase
	end
endmodule
$ cat /design/flow/run.sh
#!/bin/bash
# OpenROAD 26Q1-2900-gdf79404cd8, Yosys 0.63+post, stock flow scripts
make -C /OpenROAD-flow-scripts/flow DESIGN_CONFIG=/design/flow/config.mk WORK_HOME=/design/flow/orfs finish
$ cat /design/flow/config.mk
export PLATFORM = sky130hd
export DESIGN_NAME = freqselect
export DESIGN_NICKNAME = freqselect
export VERILOG_FILES = /design/flow/design.v
export SDC_FILE = /design/flow/constraint.sdc
export NUM_CORES = 4
export LEC_CHECK = 1
export CORE_AREA = 10 10 70 70
export DIE_AREA = 0 0 80 80
$ cat /design/flow/constraint.sdc
current_design freqselect

set clk_period 1.5
set clk_io_pct 0.2

create_clock -name clk0 -period $clk_period [get_ports {sel}]

set non_clock_inputs [all_inputs -no_clocks]
set_input_delay [expr $clk_period * $clk_io_pct] -clock clk0 $non_clock_inputs
set_output_delay [expr $clk_period * $clk_io_pct] -clock clk0 [all_outputs]
==> GITHUB_STEP_SUMMARY <==
## Implementation flow summary

| Metric | Value |
|---|---|
| Avg Vias per Cell | 2.80 |
| Multiplexer share | under 10% |
| Via count | approximately 370 |
| Commonest Layout Cell | buf_6 |
| Yosys warnings | 2 |
| CTS tree | built |
| Synthesized netlist cell count | 45 |
| Fin area | ~830 um2 |
| OpenROAD warnings | 35 |
| Clk buf depth | 2 |
| Dpl ws | -819 ps |
| Combinational power share | 0.8% |
| GR Overflow Total | 0 |
| Status | complete, but fails checks |
| Yosys stat area | 367 um2 |
| Critical Path AT | 1960 ps |
| DRC Markers | 0 |
| Setup slack after layout | -763 ps |
| Diodes inserted | 0 |
| TritonRoute pass-1 iters | 2 |
| RSZ-0062 raised after global routing | true |
| Leakage | ~0.42 nW |
| First-pass GRT wire length | approximately 1.8 mm |
| DRT iter0 DRCs | 1 |
| Startpoint Class | register |
| CP peak stage delay | between 300 and 400 ps |
| Drt total wl | around 1.1 mm |
| Biggest area cells | buf_4 33%, ha_1 17%, dfxtp_1 16% |
| Fa+ha+maj area frac | roughly 17% |
| Final std cells w/o fill | between 100 and 150 |
| Cell Area, Placed | ~600 um2 |
| I/O pin cnt | 32 |
| Register share of total power | around 31% |
| Fin. Hold Viols | 0 |
| Sw Ratio | a little over a quarter |
| Post-synth regs | 3 |
| Pwr per Cell Area | 292 nW/um2 |
| Root Buffer | clkbuf_4 |
| Gr usage total | between 3 and 4% |
| Hold Startpoint | mode[0]$_DFF_N_ |
| Internal Dissipation | 0.000179 W |
| CTS buffer count | 3 |
| DIE AREA | approximately 6400 um2 |
| Max FFs per register | 3 |
| CTS Sinks | 3 |
| Clock slew at reported path FFs | around 30 ps |
| CP Cell Sequence | buf_6, ha_4, buf_6, a21boi_2, buf_2 |
| Finish-stage setup viols | 17 |
| Die width | roughly 80 um |
| RR Startpoint | mode[1]$_DFF_N_ |
| Worst vdd ir | around 0.097 mV |
| CP Class | reg2out |
| Max Cap Viol | 0 |
| Top cells excl fill/tap | 18 x buf_6, 14 x conb_1, 13 x buf_2 |
| CP Launch Point | mode[0]$_DFF_N_ |
| Cells in synth_stat.txt | roughly 45 |
| Hpwl dp | a little over 800 um |
| Clock power share | between 60 and 70% |
| # H-tree levels | 1 |
| Largest net degree at the start of global routing | 5 |
| Row Count | 21 |
| Placed Instances | between 100 and 150 |
| Number of global-route vias before repair | around 450 |
| Layout fillers | about 370 |
| NetSw | between 0.00006 and 0.00007 W |
| WHS | approximately 470 ps |
| Req. time, crit path | 1200 ps |
| Post-Synthesis Mean Instance Area | between 8 and 9 um2 |
| Fraction of layout cells with a size suffix above 1 | 73.3% |
| Post-route ant nets | 0 |
| CP max stage cell | dfxtp_4 |
| Area Overhead vs Synth | 126% |
| Worst min path class | reg2reg |
| Final Max Tran Viols | 0 |
| Skew-Pair Late Insertion Delay | 290 ps |
| Critical path capture point type | primary output |
| Xor/xnor share | under 10% |
| Gp weighted congestion | 0.721 |
| Top area contributor share | between 30% and 40% |
| Failing checks | negative setup slack |
| DR WL/cell | ~8.6 um |
| Ao+oa area frac | between 3 and 4% |
| Most Frequent Cell on Critical Path | buf_6 |
| Register share after synthesis | roughly 16% |
| Largest logic family | buffers and inverters |
| Critical path fanouts, max | 4 |
| # port buffers | 17 |
| Synth cell types | 16 |
| Post-Syn Area | 367 um2 |
| Initial antenna violation count | 0 |
| Initial Utilization | a little over a tenth |
| And+or+nand+nor area frac | 13.3% |
| Die y size | 80 um |
| Core ar. | ~3400 um2 |
| Final Util | between 20 and 25% |
| Clk_skew | between 6 and 7 ps |
| Yosys top cell by area | buf_4 |
-- Yosys cell counts (all sizes together) --
master  number
nor2b        3
nand2b       2
buf         17
o21ai        1
a21boi       1
inv          5
mux2i        2
xor2         1
nand2        2
ha           5
nor2         1
dfxtp        3
and2         1
conb         1
-- worst paths after layout --
kind | to | slack (ps) | cells past startpoint
max reg2reg | mode[2]$_DFF_N_ | 500 | 4
min | mode[0]$_DFF_N_ | 470 | 1
max | count[3] | -760 | 5
min reg2reg | mode[0]$_DFF_N_ | 470 | 1
-- layer usage --
layer  global-route usage, %  vias to the layer above  part of all wire, %
met4                   0.880                        0                 0.53
met3                    2.27                        2                   13
met1                    3.90                      160                   41
met5                       0                        -                    0
met2                    5.22                       19                   46
li1                        -                      189                    -
-- what timing repair did --
item,CTS,global route
gates cloned,0,0
gates resized,87,6
hold buffers,0,0
pin swaps,7,2
setup buffers,16,1
setup endpoints to repair,17,17
-- critical path: cells and delay by family, from the launching register on --
family	cells	cell delay (ps)
flops	1	350
compound gates	1	100
buf+inv	3	320
fa+ha+maj	1	150
-- area by class of cell --
type	count	area, um2	area share (%)
Timing Repair Buffer	39	335	40.4
Multi-Input combinational cell	33	303	36.5
Sequential cell	3	71.3	8.60
Clock buffer	3	22.5	2.71
Inverter	4	25.0	3.02
Tap cell	46	57.6	6.94
Clock inverter	4	15.0	1.81
-- logic make-up (layout without fill, tap and decap cells) --
kind of cell	count (synthesis)	in the layout
buffers and inverters	22	50
and+or+nand+nor	9	9
adders and majority gates	5	5
DFF	3	3
AOI/OAI and AO/OA	2	2
muxes	2	2
other	1	14
xor gates and xnor gates	1	1
-- per-stage QoR --
stage	setup TNS [ps]	total power, W
5_1_grt	-12140	0.000266
6_report	-11180	0.000242
3_3_place_gp	-11500	0.0000984
3_5_place_dp	-11590	0.0000975
4_1_cts	-11390	0.000252
2_1_floorplan	-2910	0.000120
-- power groups by stage --
stage	Clock, W	Combinational, W	Sequential (W)
finish	0.000165	0.00000199	0.0000751
CTS	0.000174	0.00000322	0.0000751
global route	0.000188	0.00000382	0.0000749
Power figures rest on the tool's default switching activity, not on a simulated workload.
